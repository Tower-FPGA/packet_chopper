`design/flow/design.v`:
```
`timescale 1ns / 1ps
module out_packet #(
	DATA_WIDTH = 64,     
	DAT_WIDTH = 64     
)(	 
    input 								Rst,   
    input 								Clk,   
	input								fifo_empty,
	output	reg							fifo_rd,
	input 								fifo_busy,
	input [DAT_WIDTH-1:0]				fifo_data_out,
    output reg							OutBus_Val,   
    output reg							OutBus_Sop,   
    output reg							OutBus_Eop,   
    output reg [$clog2(DAT_WIDTH/8):0]	OutBus_Mod,   
    output reg [DAT_WIDTH -1:0]			OutBus_Dat,   
    output reg [15:0] 					OutBus_PktLen,   
    output reg [7:0] 					OutBus_PktType,   
    output reg 							OutBus_Error	 
    );
parameter 	DATA_BYTE_WIDTH 	= DATA_WIDTH/8;
parameter 	DAT_BYTE_WIDTH 		= DAT_WIDTH/8;
parameter 	NARROW = DATA_WIDTH > DAT_WIDTH;
parameter 	CYCLE_COUNT = NARROW ? (DATA_WIDTH / DAT_WIDTH) : (DAT_WIDTH / DATA_WIDTH);
localparam IDLE_SM0             = 4'h0;
localparam FIFO_LOAD0_SM0      	= 4'h1;
localparam FIFO_LOAD1_SM0      	= 4'h2;
localparam FIFO_LOAD2_SM0      	= 4'h3;
localparam FIFO_LOAD3_SM0      	= 4'h4;
localparam SUB_START_SM0      	= 4'h5; 
localparam SUB_SEND_SM0   		= 4'h6; 
reg [3:0]             			state_0;
reg [15:0]				total_length;
reg [15:0]				sub_length;
reg [7:	0]				sub_type;
reg [3: 0] 				byte_counter;
reg [DATA_WIDTH -1:0]	fifo_data_reg;
reg [DATA_WIDTH -1:0]	OutBus_Dat_reg;
reg [3:0]				bytes_shift;
always@(posedge Clk)
begin
    if(Rst)
	begin
		state_0   		<= IDLE_SM0;
		fifo_rd			<= 1'b0;
		total_length	<= 16'b0;
		sub_length		<= 16'b0;
		sub_type		<= 8'b0;
		fifo_data_reg	<= 0;
		OutBus_Dat_reg	<= 0;
		OutBus_Val		<= 1'b0;
		OutBus_Sop		<= 1'b0;
		OutBus_Eop		<= 1'b0;
		OutBus_PktLen	<= 16'b0;
		OutBus_PktType	<= 8'b0;
		OutBus_Dat		<= 0;
		OutBus_Mod		<= 0;
		byte_counter	<= 4'b0;
		bytes_shift		<= 0;
	end
    else 
	begin
		case(state_0)
		IDLE_SM0 :
		begin
			fifo_rd			<= 1'b0;
			total_length	<= 16'b0;
			sub_length		<= 16'b0;
			sub_type		<= 8'b0;
			fifo_data_reg	<= 0;
			OutBus_Dat_reg	<= 0;
			OutBus_Val		<= 1'b0;
			OutBus_Sop		<= 1'b0;
			OutBus_Eop		<= 1'b0;
			OutBus_PktLen	<= 16'b0;
			OutBus_PktType	<= 8'b0;
			OutBus_Dat		<= 0;
			OutBus_Mod		<= 0;
			byte_counter	<= 4'b0;
			bytes_shift		<= 0;
			if (~(fifo_empty))
			begin
				state_0 	<= FIFO_LOAD0_SM0;
				fifo_rd		<= 1'b1;
			end
		end
		FIFO_LOAD0_SM0:
		begin
			state_0 	<= FIFO_LOAD1_SM0;
		end
		FIFO_LOAD1_SM0:
		begin
			if (DATA_BYTE_WIDTH > 3)
			begin
				total_length	<= fifo_data_out[DATA_WIDTH-1:DATA_WIDTH-16];  
				state_0 		<= FIFO_LOAD3_SM0;
				fifo_data_reg	<= fifo_data_out;
				fifo_rd			<= 1'b1;
				bytes_shift		<= 4'h3;
			end	
			else if (DATA_BYTE_WIDTH == 2)
			begin
				total_length	<= fifo_data_out[DATA_WIDTH-1:DATA_WIDTH-16];   
				state_0 		<= FIFO_LOAD2_SM0;
				fifo_rd			<= 1'b1;
			end
		end
		FIFO_LOAD2_SM0:
		begin
			fifo_data_reg	<= fifo_data_out;
			state_0 		<= FIFO_LOAD3_SM0;
			fifo_rd			<= 1'b1;
			total_length	<= total_length - DATA_BYTE_WIDTH;
		end
		FIFO_LOAD3_SM0:
		begin
			if (DATA_BYTE_WIDTH > 3)
			begin
				OutBus_Dat_reg 	<= {fifo_data_reg[DATA_WIDTH-((bytes_shift)<<3)-1:0], fifo_data_out[DATA_WIDTH-1:DATA_WIDTH-((bytes_shift)<<3)]};	
				fifo_data_reg	<= fifo_data_out;
				state_0 		<= SUB_START_SM0;
			end
		end
		SUB_START_SM0:
		begin
			if ((DATA_BYTE_WIDTH > 3) &&(OutBus_Dat_reg[DAT_WIDTH-1:DAT_WIDTH-16] > DAT_WIDTH/8))
			begin
				OutBus_Val		<= 1'b1;
				OutBus_Sop		<= 1'b1;
				OutBus_Eop		<= 1'b0;
				OutBus_Mod		<= DAT_BYTE_WIDTH;
				state_0   		<= FIFO_SEND_SM0;
				byte_counter	<= CYCLE_COUNT;	
				total_length	<= total_length - DATA_BYTE_WIDTH;
				bytes_shift		<= (bytes_shift + OutBus_Dat_reg[DAT_WIDTH-1:DAT_WIDTH-16]) % DAT_BYTE_WIDTH;
				OutBus_Dat		<= ({DATA_WIDTH{1'b1}} << ((DATA_BYTE_WIDTH - OutBus_Dat_reg[DAT_WIDTH-1:DAT_WIDTH-16])<<3)) & OutBus_Dat_reg;
				sub_length		<= OutBus_Dat_reg[DAT_WIDTH-1:DAT_WIDTH-16];
			end
			else if (DATA_BYTE_WIDTH > 3)
			begin
				OutBus_Val		<= 1'b1;
				OutBus_Sop		<= 1'b1;
				OutBus_Eop		<= 1'b1;
				OutBus_Mod		<= DAT_WIDTH/8;
				OutBus_Dat		<= ({DATA_WIDTH{1'b1}} << ((DATA_BYTE_WIDTH - InBus_Mod)<<3)) & OutBus_Dat_reg;
				OutBus_Dat_reg 	<= {fifo_data_reg[DATA_WIDTH-25:0], fifo_data_out[DATA_WIDTH-1:DATA_WIDTH-24]};	
				fifo_data_reg	<= fifo_data_out;
				state_0 		<= SUB_START_SM0;
			end
		end
		SUB_SEND_SM0:
		begin
			OutBus_Dat <= {fifo_data_reg[DATA_WIDTH-25:0], fifo_data_out[DATA_WIDTH-1:DATA_WIDTH-24]};
			fifo_data_reg	<= fifo_data_out;
			if(sub_length > DAT_BYTE_WIDTH)
			begin
				fifo_rd		<= 1'b1;
				total_length	<= total_length - DATA_BYTE_WIDTH;
				sub_length		<= sub_length - DATA_BYTE_WIDTH;
				OutBus_Val		<= 1'b1;
				OutBus_Sop		<= 1'b0;
				OutBus_Eop		<= 1'b0;
				OutBus_Mod		<= DAT_WIDTH/8;
				state_0   		<= FIFO_SEND_SM0;
			end
			else if(!fifo_empty)
			begin
				fifo_rd		<= 1'b1;
				OutBus_Val		<= 1'b1;
				OutBus_Sop		<= 1'b0;
				OutBus_Eop		<= 1'b1;
				OutBus_Mod		<= total_length;
				state_0 		<= FIFO_START_SM0;
			end
			else
			begin
				fifo_rd		<= 1'b0;
				OutBus_Val		<= 1'b1;
				OutBus_Sop		<= 1'b0;
				OutBus_Eop		<= 1'b1;
				OutBus_Mod		<= total_length;
				state_0   		<= IDLE_SM0;
			end
		end
		default:
			begin
				state_0   		<= IDLE_SM0;
			end
		endcase
	end
end		
endmodule
```
`design/flow/run.sh`:
```
#!/bin/bash
# OpenROAD 26Q1-2900-gdf79404cd8, Yosys 0.63+post, stock flow scripts
make -C /OpenROAD-flow-scripts/flow DESIGN_CONFIG=/design/flow/config.mk WORK_HOME=/design/flow/orfs finish
```
`design/flow/config.mk`:
```
export PLATFORM = sky130hd
export DESIGN_NAME = out_packet
export DESIGN_NICKNAME = out_packet
export VERILOG_FILES = /design/flow/design.v
export SDC_FILE = /design/flow/constraint.sdc
export NUM_CORES = 4
export LEC_CHECK = 1
export CORE_UTILIZATION = 50
```
`design/flow/constraint.sdc`:
```
current_design out_packet

set clk_period 16.0
set clk_io_pct 0.2

create_clock -name clk0 -period $clk_period [get_ports {Clk}]

set non_clock_inputs [all_inputs -no_clocks]
set_input_delay [expr $clk_period * $clk_io_pct] -clock clk0 $non_clock_inputs
set_output_delay [expr $clk_period * $clk_io_pct] -clock clk0 [all_outputs]
```
==> job_summary.md <==
## Synthesis and layout report

| Metric | Value |
|---|---|
| CP Launch Type | input port |
| Largest net degree at the start of global routing | 79 |
| Via count | 6151 |
| RSZ-0062 raised after global routing | no |
| Final setup fails | 0 |
| Row count | 42 |
| Routed WL | 17600 um |
| Setup repair bufs after CTS | 0 |
| Asr flop ratio synth | 0 |
| Port Buffers | 138 |
| Post-synth top area cell | dfxtp_1 |
| Post-cts hold buffer count | 0 |
| Final hold violations | 0 |
| Via density | 5.65 |
| CTS tree | yes |
| Crit. End Element | flop |
| PwrDens | 102 nW/um2 |
| Critical Path AT | 5.12 ns |
| Syn. warnings | 8 |
| Commonest flop | dfxtp_1 |
| TritonCTS buffer count | 17 |
| Die width | 120 um |
| Crit path DRT | 16.28 ns |
| F_max | 206 MHz |
| Initial DRC count | 539 |
| Area leader share | 0.476 |
| Post-synth EDFFs | 0 |
| Synth Instances | 829 |
| CP max stage delay | 0.66 ns |
| Distinct cell type count after synthesis | 54 |
| Sequential share of the synthesized area | 0.476 |
| Top sig layer | met4 |
| Htree depth | 4 |
| Clk sink count | 167 |
| Worst Clk Skew | 0.00423 ns |
| Slew margin rel. | 0.449 |
| Layout area overhead | 24.4% |
| Fin crit share | 0.303 |
| First-pass GRT wire length | 28400 um |
| Log Warnings | 27 |
| Final setup margin | 11.15 ns |
| Slew @ Worst Pin | 0.822 ns |
| CP max-delay cell | buf_4 |
| Die footprint | 14500 um2 |
| #FFs+latches synth | 167 |
| Peak supply drop | 0.0838 mV |
| Post-route antenna net violation count | 0 |
| Post-layout minimum cycle time | 4.85 ns |
| Global route overflow | 0 |
| Synthesized cell area | 7020 um2 |
| Clock Tree Root | clkbuf_16 |
| Resize count post-CTS | 0 |
| Clock latency (worst-skew pair) | 0.41 ns |
| Crit path top cell by count | buf_4 |
| Routed length on met3 | 1540 um |
| Worst-path clk slew | 0.06 ns |
| P_leak | 2.96 nW |
| Largest register FFs | 80 |
| Hold Path Class | reg -> reg |
| Critical-path cell list | buf_4 > buf_4 > inv_2 > buf_4 > o311ai_0 > o31ai_1 |
| Result of the run | finished clean |
| Io pins | 165 |
| Initial antenna violation count | 0 |
| Critical path type | in -> reg |
| Initial Util | 0.522 |
| Metal-1 WL | 8440 um |
| Share of cells above drive strength 1 | 0.0832 |
| Core area | 13500 um2 |
| Wire per inst | 16.1 um |
| Antenna cells | 0 |
| CTS max path bufs | 2 |
| Post-synth top cells | dfxtp_1 (167), nor2_1 (88), nand2_1 (80) |
| Max-cap violations | 0 |
| Worst slack at placement | 10.74 ns |
| Ys cells | 829 |
| Routed wl met2 | 7420 um |
| Setup tns final | 0 ns |
| Largest cells by area after synthesis | dfxtp_1 (48%), a22oi_1 (7.9%), nand3_1 (5.6%), nor2_1 (4.7%), nand2_1 (4.3%) |
| GRT Total Usage | 0.254 |
| Worst Path Max Fanout | 71 |
| Drt drc | 0 |
| Final HPWL DP | 11000 um |
| Synthesized area per cell | 8.47 um2 |
| Yosys chip area | 7020 um2 |
| Most common cell in the netlist | dfxtp_1 |
| DR pass1 iterations | 5 |
| GP Congestion | 0.851 |
| Die Y-Extent | 120 um |
| Vias in the first global route | 5526 |
| Max-slew violations | 0 |
==> stage by stage <==
stage | util | area, um2 | total power, mW | cells | hold WS, ns
floorplan | - | 7110 | 0.500 | 853 | 0.426
global placement | 0.609 | 8190 | 0.524 | 1057 | 0.435
detailed placement | 0.609 | 8190 | 0.525 | 1057 | 0.440
CTS | 0.649 | 8730 | 0.894 | 1089 | 0.449
global route | 0.649 | 8730 | 0.923 | 1089 | 0.460
finish | 0.649 | 8730 | 0.888 | 1089 | 0.447
==> final timing paths <==
check | startpoint | to | slack [ns] | depth (start not counted)
max | Rst | sub_length[9]$_SDFFE_PP0P_ | 11.15 | 6
min reg2reg | fifo_data_reg[2]$_SDFFE_PP0P_ | fifo_data_reg[2]$_SDFFE_PP0P_ | 0.45 | 2
min | fifo_data_reg[2]$_SDFFE_PP0P_ | fifo_data_reg[2]$_SDFFE_PP0P_ | 0.45 | 2
max reg2reg | state_0[0]$_SDFFE_PP0P_ | sub_length[12]$_SDFFE_PP0P_ | 12.57 | 6
==> critical path, delay by kind of cell <==
kind	cells	cell delay, ns
compound gates	2	0.35
buf+inv	4	1.54
==> area by class of cell <==
| class | count | area (um2) |
|---|---|---|
| fill | 1109 | 4720 |
| clock buffer | 24 | 492 |
| timing repair buffer | 147 | 1450 |
| sequential | 167 | 3340 |
| tap | 176 | 220 |
| multi-input combinational | 561 | 3160 |
| inverter | 6 | 22.5 |
| clock inverter | 8 | 47.5 |
==> cells by family after synthesis <==
logic type | after synthesis | share of synthesized area
AND/OR/NAND/NOR | 295 | 0.197
AND-OR/OR-AND | 218 | 0.199
flip-flops | 167 | 0.476
buffers and inverters | 125 | 0.0913
multiplexers | 20 | 0.0319
XOR/XNOR | 2 | 0.00250
adder cells (fa/ha/maj) | 1 | 0.00178
other | 1 | 0.000534
==> power by group <==
| part | switching [mW] | total, mW | internal (mW) |
|---|---|---|---|
| clock network | 0.159 | 0.372 | 0.214 |
| logic | 0.0572 | 0.0881 | 0.0308 |
| registers | 0.00457 | 0.428 | 0.423 |
==> per-layer routing <==
layer	GRT usage	vias to the layer above
met5	0	-
li1	-	3011
met1	0.425	2892
met4	0.0270	0
met2	0.352	234
met3	0.0660	14
==> layout by cell type (no fill, tap or decap), types with 3 or more instances in the layout <==
cell / Yosys / final
conb_1: 1 / 25
nor2_1: 88 / 88
a32oi_1: 3 / 3
dfxtp_1: 167 / 167
nor4_1: 6 / 6
buf_4: 30 / 10
a22oi_1: 74 / 74
nand3_1: 78 / 78
nor2b_1: 3 / 3
o21ai_0: 15 / 15
or4_1: 4 / 4
clkbuf_8: 0 / 4
o31ai_1: 12 / 12
nand2b_1: 4 / 4
clkinv_2: 0 / 5
or3_1: 3 / 3
a21oi_1: 41 / 40
nor3_1: 11 / 11
clkdlybuf4s50_1: 0 / 137
nand2_1: 80 / 80
clkbuf_16: 0 / 17
clkinvlp_4: 0 / 3
o311ai_0: 7 / 7
inv_1: 6 / 5
o21ai_1: 53 / 53
clkbuf_1: 58 / 3
nor4_2: 4 / 4
mux2_2: 19 / 19
Power and IR drop assume default switching activity.
